==> /design/flow/design.v <==
module Program_Counter(input logic clk, reset,
					   input logic [31:0] ALUresult,
					   input logic br_taken,
					   output logic [31:0] PC); 
always_ff @(posedge clk) begin 
	if(reset)
		PC <= 32'd0;
	else
		PC <= br_taken ? ALUresult : 	PC+ 32'd4;
	end
endmodule
==> /design/flow/run.sh <==
#!/bin/bash
# OpenROAD 26Q1-2900-gdf79404cd8, Yosys 0.63+post, stock flow scripts
make -C /OpenROAD-flow-scripts/flow DESIGN_CONFIG=/design/flow/config.mk WORK_HOME=/design/flow/orfs finish
==> /design/flow/config.mk <==
export PLATFORM = sky130hd
export DESIGN_NAME = Program_Counter
export DESIGN_NICKNAME = Program_Counter
export VERILOG_FILES = /design/flow/design.v
export SDC_FILE = /design/flow/constraint.sdc
export NUM_CORES = 4
export LEC_CHECK = 1
export CORE_AREA = 10 10 105 105
export DIE_AREA = 0 0 115 115
==> /design/flow/constraint.sdc <==
current_design Program_Counter

set clk_period 3.9
set clk_io_pct 0.2

create_clock -name clk0 -period $clk_period [get_ports {clk}]

set non_clock_inputs [all_inputs -no_clocks]
set_input_delay [expr $clk_period * $clk_io_pct] -clock clk0 $non_clock_inputs
set_output_delay [expr $clk_period * $clk_io_pct] -clock clk0 [all_outputs]
==> metrics.cfg <==
[place]
placed_cells = 377
port_buffers = 66
gp_congestion = 0.799
hpwl_um = 4410
post_dp_cell_area_um2 = 2510

[floorplanning]
ios = 67
die_h_um = 115
fp.dieW_um = 115
core_util_floorplan_pct = 20.0
chip_area_um2 = 13200
rows = 34
core-area_um2 = 8760

[power_and_ir_drop]
p_per_area_nw_per_um2 = 302
ir_worst_vdd_mv = 0.114
power_uw = 785
p_leak_uw = 0.000847

[grt]
grt_usage_pct = 8.64
grt_start_max_net_pins = 29
grt_pass1_wl_um = 9360
antenna_found_initial = 0
grt_pass1_vias = 1793
overflow = 0

[clocking]
cts_tree = done
cts_buffer_depth = 2
htree_levels = 2
cts_root_buf = clkbuf_8
ctsHoldBuffers = 0
cts_resized = 0
clk_pin_slew_ns = 0.07
insertion_delay_ns = 0.28
cts_setup_buffers = 0
clkSinkCount = 32
numCtsBuffers = 5

[sta]
finClkSkew_ns = 0.00436
finalClockPeriodUsage_pct = 63.0
slew-limit-headroom_pct = 45.9
fmax_ghz = 0.407
finalHoldViolations = 0
finalSetupViolations = 0
tns_ns = 0
maxSlewViolCount = 0
final.min_clock_period_ns = 2.46
tightestPinTransition_ns = 0.803
rsz0062_at_grt = false

[synthesis]
synthArstFlopShare_pct = 0
yosys_cells = 213
yosys.area.top_type = dfxtp_1
synthCells = 213
ys_top_cells_by_area = dfxtp_1 37%, a311oi_1 7.5%, nor2_1 5.8%
yosysTopAreaCellShare_pct = 36.6
synthesis.area_um2 = 1750
ys_types = 38
edf_count = 0
yosysChipArea_um2 = 1750
syn_avg_cell_area_um2 = 8.22
postSynthSeqShare_pct = 36.6
ys.flops = 32
ys_warn_count = 1
ff_type = dfxtp_1

[finish]
fin_cells = 385
fill_cells = 935
top_register = PC
largestRegisters = PC: 32 flops
area_delta_synth_final_pct = 48.6
design_area_um2 = 2600
largest_reg_flops = 32
layout-drive-gt1-share_pct = 5.05

[routing]
drc_errors = 0
antenna_cells = 0
vias_per_cell = 4.77
drtIter0Drc = 90
postRouteAntennaNets = 0
wl_per_cell_um = 15.0
vias = 1837
routed_wl_um = 5790
firstDrtPassIters = 5

[run]
drv_cap = 0
tool_warnings = 25

[min_path]
hp-class = register to register

[status]
status = finished, final reports clean

[worst_setup_path]
critical_path_peak_fanout = 28
endpoint_kind = register
critPathRequiredTime_ns = 4.09
worstPathArrival_ns = 2.64
worst-setup-path-type = input port to register
cp-start-kind = input port

power by group:
group / internal [uW] / switching [uW] / leakage (uW)
Combinational: 92.0 / 47.1 / 0.000536
Clock: 144 / 121 / 0.0000455
Sequential: 350 / 31.3 / 0.000266
per-layer routing:
metal,GRT usage (%),share of wire [%],routed length (um)
met1,12.5,48,2750
met2,13.0,44,2550
met4,0.825,0.54,31
met3,2.53,7.7,444
met5,0,0,0
path summary, 6_finish.rpt:
kind | start | end | slack, ns | depth (start not counted)
hold reg to reg | PC[0] | PC[0] | 0.50 | 2
hold / removal | PC[0] | PC[0] | 0.50 | 2
setup / recovery | br_taken | PC[25] | 1.44 | 6
setup reg to reg | PC[4] | PC[25] | 1.72 | 4
synthesized netlist by cell type (2+ instances only):
master and number:
o211a_1 2, a211oi_1 7, o21a_1 2, a311oi_1 15, nand2_1 15, and4_1 4, xnor2_1 5, a21oi_1 3
o211ai_1 2, o31ai_1 7, inv_1 9, or4_4 2, nor3_1 8, or4_1 7, mux2i_1 3, or3_1 8
buf_1 4, clkbuf_1 7, a2111oi_0 2, nor4_1 4, dfxtp_1 32, nand4_1 4, nand3_1 9, nor2_1 27
xor2_1 3, o21ai_0 10
metrics by stage:
stage / setup slack, ns / util, % / hold slack [ns]
floorplan: 1.97 / - / 0.437
global placement: 1.22 / 28.7 / 0.486
detailed placement: 1.17 / 28.7 / 0.490
CTS: 1.48 / 29.7 / 0.511
global route: 1.30 / 29.7 / 0.549
finish: 1.44 / 29.7 / 0.500
cells in the final DEF, fill, tap and decap left out, drive strengths merged:
cell and n:
a2111oi 2, a211o 1, a211oi 7, a21oi 3
a311oi 15, and2 1, and3 1, and4 4
buf 3, clkbuf 8, clkdlybuf4s50 66, dfxtp 32
ha 1, inv 9, mux2i 3, nand2 15
nand3 10, nand4 5, nor2 27, nor3 8
nor3b 1, nor4 4, o211a 2, o211ai 2
o21a 2, o21ai 10, o22a 1, o311ai 1
o31ai 7, or3 9, or4 9, xnor2 5
xor2 3
cells by family after synthesis:
logic type	after synthesis	share of synthesized area [%]
AND/OR/NAND/NOR	94	29.2
flip-flops	32	36.6
multiplexers	3	1.71
XOR/XNOR	8	4.00
buffers and inverters	22	5.21
AND-OR/OR-AND	53	22.6
adder cells (fa/ha/maj)	1	0.714
critical path, stage by stage:
cell             delay, ns
clkdlybuf4s50_1       0.40
buf_4                 0.20
inv_1                 0.51
buf_4                 0.40
nor2_1                0.09
a311oi_1              0.25
area by class of cell:
class / count / area (um2) / share of cell area [%]
Multi-Input combinational cell: 159 / 1020 / 39.2
Timing Repair Buffer: 69 / 683 / 26.2
Sequential cell: 32 / 641 / 24.6
Tap cell: 108 / 135 / 5.19
Clock buffer: 8 / 90.1 / 3.46
Inverter: 9 / 33.8 / 1.30
Power figures rest on the tool's default switching activity, not on a simulated workload.
