## flow/constraint.sdc

```tcl
current_design Mux

set clk_period 1.0
set clk_io_pct 0.2

create_clock -name clk0 -period $clk_period

set non_clock_inputs [all_inputs -no_clocks]
set_input_delay [expr $clk_period * $clk_io_pct] -clock clk0 $non_clock_inputs
set_output_delay [expr $clk_period * $clk_io_pct] -clock clk0 [all_outputs]
```

## flow/config.mk

```make
export PLATFORM = sky130hd
export DESIGN_NAME = Mux
export DESIGN_NICKNAME = Mux
export VERILOG_FILES = /design/flow/design.v
export SDC_FILE = /design/flow/constraint.sdc
export NUM_CORES = 4
export LEC_CHECK = 1
export CORE_AREA = 10 10 70 70
export DIE_AREA = 0 0 80 80
```

## flow/run.sh

```bash
#!/bin/bash
# OpenROAD 26Q1-2900-gdf79404cd8, Yosys 0.63+post, stock flow scripts
make -C /OpenROAD-flow-scripts/flow DESIGN_CONFIG=/design/flow/config.mk WORK_HOME=/design/flow/orfs finish
```

## flow/design.v

```verilog
module Mux(input mux_sel,
		   input[31:0] m1, m2,
		   output reg[31:0] mux_result);
always_comb begin
	case (mux_sel)
		0: mux_result <= m1;
		1: mux_result <= m2;
	endcase
	end
endmodule
```

==> metrics.log <==
[metrics] run summary
INFO  metric slew_headroom = 0.9592
INFO  metric post-dp-hpwl = 2396 µm
INFO  metric rows = 21
INFO  metric worstPathRequired = 0.80 ns
INFO  metric postRouteWirelength = 2849 µm
INFO  metric proportion_of_layout_cells_with_a_drive_suffix_above_1 = 0.5616
INFO  metric die_x = 80 µm
INFO  metric warning_count = 34
INFO  metric syn-mean-instance-area = 15.12 µm²
INFO  metric dominant_cell_type_by_area_after_synthesis = mux2_4
INFO  metric vias_per_cell = 3.802
INFO  metric finalCriticalPeriod = 1.175 ns
INFO  metric ir_drop = 0.1734 mV
INFO  metric critical_path_arrival = 0.98 ns
INFO  metric design.portCount = 97
INFO  metric die-area = 6400 µm²
INFO  metric final_max_slew_viol_count = 0
INFO  metric antenna_cells = 0
INFO  metric layout.clock_buffers = 0
INFO  metric setup.worst_path.class = input port to primary output
INFO  metric first_pass_grt_wire_length = 4146 µm
INFO  metric die_h = 80 µm
INFO  metric cts-hold-fix-buffers = 0
INFO  metric timing.final.setup_violations = 32
INFO  metric gp_routability_congestion = 0.7595
INFO  metric multiInputGateArea = 480.5 µm²
INFO  metric synth.yosys.seq_area_share = 0
INFO  metric first_pass_iters = 2
INFO  metric initCoreUtil = 0.1593
INFO  metric launch_point_of_the_critical_path = mux_sel
INFO  metric flip_flops = 0
INFO  metric post_synth_num_cell_types = 4
INFO  metric aoi_share = 0
INFO  metric timing.final.ws_setup = -0.1754 ns
INFO  metric worst_setup_path_start_kind = input port
INFO  metric critical_path.endpoint_type = primary output
INFO  metric grt_setup_unrepaired = yes
INFO  metric path_max_fanout = 7
INFO  metric setup_tns = -5.032 ns
INFO  metric sequential_cell_area = 0 µm²
INFO  metric post_synth_inst_count = 36
INFO  metric top_logic_kind = multiplexers
INFO  metric route.vias.total = 730
INFO  metric synthTopCellsByArea = mux2_4 (83%), buf_12 (11%), mux2_2 (4.1%)
INFO  metric ys_warn_count = 1
INFO  metric vias_in_the_first_global_route = 824
INFO  metric fillers = 327
INFO  metric post_drt_wl_per_cell = 14.84 µm
INFO  metric drv_cap = 0
INFO  metric post_synth_mux_area_share = 0.8690
INFO  metric power.density_cell_area = 388.7 nW/µm²
INFO  metric violations_in_the_final_reports = setup timing
INFO  metric grt_usage = 0.07873
INFO  metric final_antenna_net_count = 0
INFO  metric yosys.area_share.xor_xnor = 0
INFO  metric timing.fmax = 850.8 MHz
INFO  metric mappedNetlistArea = 544.3 µm²
INFO  metric dp_cells = 177
INFO  metric leakage_power_of_the_design = 0.9905 nW
INFO  metric fp.coreArea = 3416 µm²
INFO  metric worst_hold_check_path_type = input port to primary output
INFO  metric pin_count_of_the_biggest_net_entering_global_routing = 8
INFO  metric simple_gate_area_frac = 0
INFO  metric yosys_area = 544.3 µm²
INFO  metric status = complete, but fails checks
INFO  metric finalClockPeriodUsage = 1.175
INFO  metric layout-area-overhead-vs-synth = 212.0%
INFO  metric worstHoldStart = m1[24]
INFO  metric netlist.area_leader.share = 0.8276
INFO  metric portBuffers = 97
INFO  metric post_route_non_filler_standard_cell_count = 192
INFO  metric finalHoldViolCount = 0
INFO  metric antenna_found_initial = 0
INFO  metric drc_errors = 0
INFO  metric synth.cellmix.adderShare = 0
INFO  metric yosys-stat-cells = 36
INFO  metric globalRouteOverflowTotal = 0
INFO  metric number_of_drc_markers_after_the_initial_detailed_route_iteration = 4
INFO  metric tightestPinTransition = 0.06111 ns
==> synthesized netlist by cell type <==
cell type,instances
buf_12,3
buf_6,1
mux2_4,30
mux2_2,2
==> where the power goes <==
| group | total (W) | switching [W] | internal [W] |
|---|---|---|---|
| combinational | 0.000660 | 0.000141 | 0.000519 |
| sequential | 0 | 0 | 0 |
| clock | 0 | 0 | 0 |
==> worst paths after layout <==
| path | to | depth (start not counted) |
|---|---|---|
| worst max-delay path | mux_result[31] | 5 |
| worst min-delay path | mux_result[24] | 3 |
==> repair_timing <==
item                                    CTS  global route
setup buffers                            14             0
resized                                 170            23
gates cloned                              1             0
endpoints found under the setup margin   32            32
==> worst max-delay path, stage by stage <==
cell and delay (ns):
buf_12 0.11, buf_12 0.13, buf_8 0.12, mux2_4 0.30
buf_6 0.11
==> cells by family (layout without fill, tap and decap cells) <==
kind of cell  Yosys count  count (layout)
mux                    32              32
buf+inv                 4             114
==> layout by cell type, fill, tap and decap left out, drive strengths merged <==
cell type | Yosys | routed
dlymetal6s2s | 0 | 14
mux2 | 32 | 32
clkdlybuf4s50 | 0 | 10
dlygate4sd2 | 0 | 40
buf | 4 | 50
==> stage by stage <==
| stage | utilization | hold WS (ns) | instance area (µm²) | setup WS [ns] | power, W |
|---|---|---|---|---|---|
| finish | 0.4971 | 0.6943 | 1698 | -0.1754 | 0.0006599 |
| detailed placement | 0.4498 | 1.335 | 1536 | -0.4966 | 0.0006549 |
| global route | 0.4971 | 0.7141 | 1698 | -0.1938 | 0.0007056 |
| CTS | 0.4703 | 0.8004 | 1607 | -0.1777 | 0.0006436 |
| floorplan | - | 0.4977 | 544.3 | 0.06690 | 0.0002063 |
| global placement | 0.4498 | 1.331 | 1536 | -0.4922 | 0.0006538 |
==> layout make-up <==
type | instances | area share
Tap cell | 46 | 0.03390
Timing Repair Buffer | 114 | 0.6831
Multi-Input combinational cell | 32 | 0.2830
==> metal layers <==
| layer | vias to the layer above | wire length, µm | GRT usage | share of wire |
|---|---|---|---|---|
| li1 | 362 | - | - | - |
| met1 | 317 | 1142 | 0.08965 | 0.40 |
| met2 | 51 | 1394 | 0.1429 | 0.49 |
| met3 | 0 | 313 | 0.03068 | 0.11 |
| met4 | 0 | 0 | 0 | 0 |
| met5 | - | 0 | 0 | 0 |
Power is estimated from default activity; no workload was simulated.
